==> flow/config.mk <==
export PLATFORM = sky130hd
export DESIGN_NAME = encoder
export DESIGN_NICKNAME = encoder
export VERILOG_FILES = /design/flow/design.v
export SDC_FILE = /design/flow/constraint.sdc
export NUM_CORES = 4
export LEC_CHECK = 1
export CORE_AREA = 10 10 70 70
export DIE_AREA = 0 0 80 80
==> flow/constraint.sdc <==
current_design encoder

set clk_period 2.0
set clk_io_pct 0.2

create_clock -name clk0 -period $clk_period

set non_clock_inputs [all_inputs -no_clocks]
set_input_delay [expr $clk_period * $clk_io_pct] -clock clk0 $non_clock_inputs
set_output_delay [expr $clk_period * $clk_io_pct] -clock clk0 [all_outputs]
==> flow/design.v <==
`default_nettype none
module encoder(
    raw_in,
    bcd_out,
    enable
);
    input wire[15:0] raw_in;
    input wire enable;
    output reg[3:0] bcd_out;
    always @ (enable) begin
        bcd_out = 0;
        if (enable) begin
            casex (raw_in)
                default: bcd_out = 4'd0;
                16'b1???????????????: bcd_out = 4'd15;
                16'b01??????????????: bcd_out = 4'd14;
                16'b001?????????????: bcd_out = 4'd13;
                16'b0001????????????: bcd_out = 4'd12;
                16'b00001???????????: bcd_out = 4'd11;
                16'b000001??????????: bcd_out = 4'd10;
                16'b0000001?????????: bcd_out = 4'd9;
                16'b00000001????????: bcd_out = 4'd8;
                16'b000000001???????: bcd_out = 4'd7;
                16'b0000000001??????: bcd_out = 4'd6;
                16'b00000000001?????: bcd_out = 4'd5;
                16'b000000000001????: bcd_out = 4'd4;
                16'b0000000000001???: bcd_out = 4'd3;
                16'b00000000000001??: bcd_out = 4'd2;
                16'b000000000000001?: bcd_out = 4'd1;
            endcase
        end
    end
endmodule
==> flow/run.sh <==
#!/bin/bash
# OpenROAD 26Q1-2900-gdf79404cd8, Yosys 0.63+post, stock flow scripts
make -C /OpenROAD-flow-scripts/flow DESIGN_CONFIG=/design/flow/config.mk WORK_HOME=/design/flow/orfs finish
==> flow_summary.toml <==
# generated from flow reports
[outcome]
status = "finished, final reports clean"

[floorplan]
io_pins = 21
die_h_um = 80
fp_util_pct = 4.95
die_w_um = 80
core_um2 = 3420
placementRows = 21
die_area_um2 = 6400

[final_timing]
hold_viol_final = 0
finalSetupViolCount = 0
worstMarginPinSlew_ns = 0.305
slew_viol_final = 0
fin_tns_setup_ns = 0
slew_headroom_pct = 79.3
rsz0062_at_grt = "no"
max_freq_mhz = 518
period_used_pct = 96.6
period_needed_ns = 1.93

[finish]
final_common_cell = "buf_4"
nFillCells = 402
flops = 0
drive_gt1_share_pct = 50.0
flop_area_um2 = 0
stdcell_count = 100
area_growth_pct = 188
n_clock_buffer = 0
lay_top_cells = "buf_4, buf_2, clkdlybuf4s50_1, dlygate4sd2_1"
utilization_pct = 14.2

[grt]
antenna_found_initial = 0
grt_overflow = 0
grt_max_degree = 5
grt_pass1_vias = 287
grt_pass1_wl_mm = 1.27
track_usage_pct = 2.33

[routing]
routed_wl_um = 848
wl_met1_um = 376
drtIter0Drc = 0
vias = 294
drtAntennaViolNets = 0
insertedDiodeCount = 0
routed_via_density = 2.94
drcViolationCount = 0
wl_per_cell_um = 8.48
dr.pass1.iters = 1
top_layer = "met3"
met3_length_um = 18
wl_met2_um = 453

[power_and_ir_drop]
internal_power_mw = 0.0414
p_sw_mw = 0.0267
irDropWorstVdd_mv = 0.0238
clkPwrFrac_pct = 0
switching_share_pct = 39.2
seqPwrFrac_pct = 0
pwr-share-comb_pct = 100.0
leakage_nw = 0.194
powerDensity_nw_per_um2 = 140

[setup_path]
critPathMaxFanout = 2
critPathKind = "in2out"
crit_path_end_kind = "output pin"
worstPathRequired_ns = 1.60
cp-start-kind = "input port"
arrival_ns = 1.53

[synth]
largest_area_cell = "nor4_4"
yosysTopAreaCellShare_pct = 12.6
synth_area_per_cell_um2 = 6.76
synth-warning-count = 1
yosys_area_um2 = 169
postSynthSeqShare_pct = 0
synthTopCellsByArea = "nor4_4, a21oi_1, nor4_2, inv_1, nor2_1"
syn-cell-area_um2 = 169
syn_inst = 25
yosys_cells = 25
synth_cell_types = 18

[flow_run]
max-cap-violations = 0
warnings = 33

[placement]
io_buffers = 20
place_inst = 98
dp_hpwl_um = 754
gp_congestion = 0.764

[worst_hold_path]
worstHoldPathType = "in2out"
hold_depth = 4
min_to = "bcd_out[1]"
holdCritStartpoint = "raw_in[15]"

[clock_network]
hold_buffers = 0
Yosys cell counts, drive strengths merged:
| library cell | count |
|---|---|
| a21oi | 3 |
| inv | 3 |
| nand2 | 3 |
| nor2 | 3 |
| nor3 | 2 |
| nor4 | 2 |
| a21boi | 1 |
| and2 | 1 |
| nor2b | 1 |
| nor3b | 1 |
| o211ai | 1 |
| o21a | 1 |
| o21ai | 1 |
| o311ai | 1 |
| o41a | 1 |
critical path, stage by stage:
cell	delay (ns)
clkdlybuf4s50_1	0.44
o21ai_2	0.15
a21oi_2	0.06
o41a_1	0.36
buf_2	0.12
layout make-up:
type	count	area, µm²	share of cell area, %
repair buffers	29	229	47.0
multi-input cells	22	189	38.8
well taps	46	57.6	11.8
inverters	3	11.3	2.31
metal layers:
layer  vias to the layer above  GRT usage [%]
met3                         0              0
met5                         -              0
met1                       133           2.97
met4                         0              0
met2                         8           4.49
li1                        153              -
how the worst max path moves through the flow:
stage,to,startpoint,cells after the start,slack [ns]
after CTS,bcd_out[1],raw_in[4],6,0.005
after global routing,bcd_out[1],raw_in[2],5,0.003
final,bcd_out[1],raw_in[2],5,0.07
power by group through the flow:
stage         Combinational [mW]  Sequential [mW]  Clock [mW]
CTS                       0.0678                0           0
global route              0.0741                0           0
finish                    0.0681                0           0
repair_timing:
action | 4_1_cts | 5_1_grt
setup endpoints to repair | 4 | 2
resized | 45 | 5
hold endpoints to repair | 0 | 0
pin swaps | 9 | 6
setup buffers | 3 | 0
stage by stage:
stage	total power, mW	cell area (µm²)	setup slack, ns	hold WS [ns]
floorplan	0.0139	169	0.520	0.861
global placement	0.0747	479	-0.530	1.79
detailed placement	0.0743	479	-0.541	1.79
CTS	0.0678	482	0.00510	1.25
global route	0.0741	487	0.00265	1.30
finish	0.0681	487	0.0680	1.25
cell families after synthesis:
kind of cell / share of synthesized area, %
AND-OR/OR-AND: 37.0
AND/OR/NAND/NOR: 56.3
buffers and inverters: 6.67
No activity file was given, so power comes from the tool's default toggle rates.
