==> flow/design.v <==
`default_nettype none
module mux (
    data_0,
    data_1,
    data_2,
    data_3,
    data_4,
    data_5,
    data_6,
    data_7,
    sel,
    out
);
    input wire[2:0] data_0;
    input wire[2:0] data_1;
    input wire[2:0] data_2;
    input wire[2:0] data_3;
    input wire[2:0] data_4;
    input wire[2:0] data_5;
    input wire[2:0] data_6;
    input wire[2:0] data_7;
    input wire[2:0] sel;
    output reg[2:0] out;
    always @ (
        data_0,
        data_1,
        data_2,
        data_3,
        data_4,
        data_5,
        data_6,
        data_7,
        sel
    ) begin
        case (sel)
            default: out = 3'b111;
            3'b000: out = data_0;
            3'b001: out = data_1;
            3'b010: out = data_2;
            3'b011: out = data_3;
            3'b100: out = data_4;
            3'b101: out = data_5;
            3'b110: out = data_6;
            3'b111: out = data_7;
        endcase
    end
endmodule
==> flow/run.sh <==
#!/bin/bash
# OpenROAD 26Q1-2900-gdf79404cd8, Yosys 0.63+post, stock flow scripts
make -C /OpenROAD-flow-scripts/flow DESIGN_CONFIG=/design/flow/config.mk WORK_HOME=/design/flow/orfs finish
==> flow/config.mk <==
export PLATFORM = sky130hd
export DESIGN_NAME = mux
export DESIGN_NICKNAME = mux
export VERILOG_FILES = /design/flow/design.v
export SDC_FILE = /design/flow/constraint.sdc
export NUM_CORES = 4
export LEC_CHECK = 1
export CORE_AREA = 10 10 70 70
export DIE_AREA = 0 0 80 80
==> flow/constraint.sdc <==
current_design mux

set clk_period 1.5
set clk_io_pct 0.2

create_clock -name clk0 -period $clk_period

set non_clock_inputs [all_inputs -no_clocks]
set_input_delay [expr $clk_period * $clk_io_pct] -clock clk0 $non_clock_inputs
set_output_delay [expr $clk_period * $clk_io_pct] -clock clk0 [all_outputs]
==> results.ini <==
[outcome]
outcome = finished, violations left
violations = setup timing

[final_timing]
timing.final.crit_share = 1.02
maxSlewViolCount = 0
setup_ws_ns = -0.0333
fin_crit_ns = 1.53
finalHoldViolCount = 0
setup_viol_count_final = 1
fin_hold_ws_ns = 1.12
fmax_mhz = 652
rsz0062_at_grt = true
worst_slew_pin_slew_ns = 0.185
maxSlewHeadroom = 0.876

[final_layout]
fin_cells = 110
final_util = 0.187
drive_gt1_frac = 0.438
seqCellArea_um2 = 0
lay_top_count = dlygate4sd2_1
seq_cells = 0
syn_to_final_growth_pct = 169
lay_top_cells = dlygate4sd2_1 (12), clkdlybuf4s15_1 (6), buf_2 (5)
fin_area_um2 = 639
n_clock_buffer = 0

[floorplanning]
die_w_um = 80
io_pins = 30
rows = 21
dieArea_um2 = 6400
die_h_um = 80
fp_util = 0.0696
core-area_um2 = 3420

[grt]
grt_max_degree = 7
grt.met1_usage = 0.0577
grt-ovfl-total = 0
grt_pass1_wl_um = 1990
grt_usage = 0.0377
grt_pass1_vias = 428
grt_antenna_before_repair = 0
gr-usage-met3 = 0.0307
grt_use_met2 = 0.0393
busiest_layer = met1

[place]
dpl_cell_area_um2 = 602
hpwlAfterDp_um = 999
gp_congestion = 0.810
place_inst = 107
io_buffers = 30

[drt]
routed_via_density = 3.54
vias = 389
wl_per_cell_um = 11.4
first_pass_iters = 4
drt-initial-drc-count = 10
postRouteAntennaNets = 0
routed_wirelength_um = 1250
drcViolationCount = 0
n_antenna_cell = 0

[job]
warnings = 34
maxCapViolCount = 0

[setup_path]
endpoint = out[1]
cp_max_fo = 6
cp_slowest_cell = or3_4
cp-start-kind = primary input
required_ns = 1.20
cp_cell_sequence = buf_8, buf_6, or3_4, o32a_1, buf_2
cp-end-kind = output pin
max_stage_delay_ns = 0.41
critical_path_class = primary input to output pin
crit_arrival_ns = 1.23
startpoint = sel[1]

[yosys]
syn_inst = 30
syn_avg_cell_area_um2 = 7.92
ys_warn_count = 1
synth_cell_types = 18
synth_area_um2 = 238
yosysTopAreaCellShare = 0.221
area_leaders = mux4_1 (22%), mux2i_1 (13%), a21oi_1 (8.4%), a211o_1 (7.4%), nor3b_1 (6.3%)
yosys_cells = 30
synth-area-yosys_um2 = 238
yosys.stat.seqShare = 0
largest_area_cell = mux4_1

[worst_hold_path]
holdPathStages = 5
hold_path_class = primary input to output pin

[pwr]
p_leak_uw = 0.000276
finalPower_uw = 151
peakVddDrop_mv = 0.107
power_density_nw_per_um2 = 235

[clock_tree]
cts-hold-fix-buffers = 0

[per-stage QoR]
stage | setup WS [ns] | TNS, ns
detailed placement | -0.837 | -2.46
global route | -0.0586 | -0.106
finish | -0.0333 | -0.0333
floorplan | 0.201 | 0
CTS | -0.0371 | -0.0584
global placement | -0.823 | -2.41
[synth_stat cells (all sizes together)]
| cell | number |
|---|---|
| a211o | 2 |
| a211oi | 1 |
| a21oi | 4 |
| a22o | 1 |
| buf | 3 |
| inv | 1 |
| mux2i | 3 |
| mux4 | 2 |
| nand2 | 2 |
| nand2b | 2 |
| nand3 | 1 |
| nor2 | 4 |
| nor3b | 2 |
| o32a | 1 |
| or3 | 1 |
[what timing repair did]
| action | 4_1_cts | 5_1_grt |
|---|---|---|
| buffers inserted | 1 | 1 |
| resized | 68 | 10 |
| pin swaps | 14 | 7 |
| cloned | 1 | 0 |
| setup endpoints to repair | 3 | 3 |
[worst min-delay path by stage]
stage | from | to | slack [ns]
after CTS | sel[2] | out[2] | 1.09
final | sel[0] | out[2] | 1.12
after global routing | sel[0] | out[1] | 1.15
[kinds of logic (layout without fill, tap and decap cells)]
| kind of cell | Yosys count | after routing | share of synthesized area |
|---|---|---|---|
| AND-OR/OR-AND | 9 | 9 | 0.268 |
| buffers and inverters | 4 | 38 | 0.116 |
| multiplexers | 5 | 5 | 0.347 |
| AND/OR/NAND/NOR | 12 | 12 | 0.268 |
[routing by layer]
metal | wire [um] | up-vias
met3 | 267 | 0
met2 | 320 | 30
li1 | - | 186
met5 | 0 | -
met1 | 663 | 173
met4 | 0 | 0
[critical path: cells and delay by family]
family          cells  cell delay, ns
buf+inv             3            0.35
simple gates        1            0.41
compound gates      1            0.17
[where the power goes]
part | internal (uW) | switching (uW)
clock | 0 | 0
combinational | 99.3 | 51.2
sequential | 0 | 0
[final cells by class]
type,count,area [um^2]
fillers,388,2780
repair buffers,37,328
multi-input cells,26,250
well taps,46,57.6
inverters,1,3.75
Power is estimated from default activity; no workload was simulated.
