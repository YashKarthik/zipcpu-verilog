===== flow/design.v =====
`default_nettype none
module blinky(i_clk, o_led);
    input wire i_clk;
    output wire o_led;
    parameter WIDTH=27;
    reg [WIDTH - 1:0] counter;
    initial counter = 0;
    always @(posedge i_clk)
        counter <= counter + 1'b1;
    assign o_led = counter[WIDTH - 1];
endmodule

===== flow/run.sh =====
#!/bin/bash
# OpenROAD 26Q1-2900-gdf79404cd8, Yosys 0.63+post, stock flow scripts
make -C /OpenROAD-flow-scripts/flow DESIGN_CONFIG=/design/flow/config.mk WORK_HOME=/design/flow/orfs finish

===== flow/config.mk =====
export PLATFORM = sky130hd
export DESIGN_NAME = blinky
export DESIGN_NICKNAME = blinky
export VERILOG_FILES = /design/flow/design.v
export SDC_FILE = /design/flow/constraint.sdc
export NUM_CORES = 4
export LEC_CHECK = 1
export CORE_AREA = 10 10 93 93
export DIE_AREA = 0 0 103 103

===== flow/constraint.sdc =====
current_design blinky

set clk_period 4.5
set clk_io_pct 0.2

create_clock -name clk0 -period $clk_period [get_ports {i_clk}]

set non_clock_inputs [all_inputs -no_clocks]
set_input_delay [expr $clk_period * $clk_io_pct] -clock clk0 $non_clock_inputs
set_output_delay [expr $clk_period * $clk_io_pct] -clock clk0 [all_outputs]

==> results_slide.txt <==
Physical Implementation Snapshot

Setup path
  – CP top delay family: buffers and inverters
  – Critical-path top delay cell: clkdlybuf4s50_1
  – Critical-path cell list: clkdlybuf4s50_1
  – CP max FO: 2
  – Buf/Inv on CP: 1
  – Critical Path AT: 1.08 ns
  – Internal reg-to-reg setup slack: 2.78 ns
  – Critical path data required time: 3.60 ns
  – CP Capture Type: output port
  – CP peak stage delay: 0.46 ns
  – Startpoint types: flip-flop
  – Crit Path Category: flip-flop to output port

Synth
  – Cell type with the largest total area: dfxtp_1
  – Cell count after synthesis: 100
  – Syn Area/Cell: 10.4 um^2
  – # Cells Yosys: 100
  – Synth top cells by count: dfxtp_1 (27), xnor2_1 (13), xor2_1 (12)
  – Cell Area, Synth: 1040 um^2
  – Unique masters post-synth: 17
  – Main synth FF type: dfxtp_1
  – Biggest area cells: dfxtp_1 (52%), xnor2_1 (11%), xor2_1 (10%), nand4_1 (6.0%), nand3_1 (4.8%)
  – Async set-reset flop share out of synthesis: 0%
  – Synthesis Warnings: 1
  – Post-synth EDFFs: 0
  – Most frequent cell after synthesis: dfxtp_1
  – Yosys stat chip area: 1040 um^2
  – Area leader share: 51.7%
  – Ys flops: 27
  – Seq share, synth: 51.7%

Final timing
  – Worst slew pin tran: 0.571 ns
  – Clock skew: 0.00333 ns
  – Fin crit share: 44.0%
  – Hold Fails Final Rpt: 0
  – Slew Limit Fails: 0
  – Slew margin rel.: 61.6%
  – Fmax achieved: 0.505 GHz
  – Endpoints failing setup: 0
  – Post-layout min period: 1.98 ns
  – Setup TNS: 0 ns
  – RSZ-0062 raised after global routing: no

Layout
  – Reg with most FFs: counter
  – Max FFs per register: 27
  – Post-route design area: 1200 um^2
  – Reg area: 541 um^2
  – Comb gate area: 500 um^2
  – Fillcell total: 755
  – Area Overhead vs Synth: 15.0%
  – Top flop regs: counter: 27 flops
  – Layout cells sized above 1: 9.52%

Global route
  – Largest net degree at the start of global routing: 16
  – Initial antenna violation count: 0
  – Overflow after GRT: 0
  – First-pass GRT wire length: 2840 um
  – Vias in the first global route: 658
  – Total GRT Usage: 3.23%

Routing
  – Via-to-Cell Ratio: 3.74
  – Wire per inst: 8.28 um
  – DRC: 0
  – TritonRoute pass-1 iters: 3
  – DRT iter0 DRCs: 34
  – Via count of the routed design: 691
  – ANT nets after route: 0
  – Ant. Diodes: 0
  – Final WL: 1530 um

Power and ir drop
  – Clk network pwr share: 35.8%
  – Power Density: 309 nW/um^2
  – Sw frac: 19.1%
  – Worst VDD drop: 0.110 mV
  – Psw: 71.1 uW
  – Leakage power total: 0.416 nW
  – Comb pwr share: 0%
  – Sequential power share: 64.2%
  – Int Power: 301 uW

Clock tree
  – Clk latency late pin: 0.27 ns
  – Clock tree from TritonCTS: built
  – Clk sink count: 27
  – Clock tree root driver cell: clkbuf_8
  – Cts repair resizes: 0
  – Post-CTS Repair Setup Buffers: 0
  – CTS Buf Count: 3
  – CTS HTree Levels: 1
  – Clk pin slew, worst setup/hold paths: 0.09 ns
  – Post-CTS Hold Fix Bufs: 0
  – CTS Buffer Depth: 2

Job
  – OpenROAD warning count: 25
  – Max Cap Viol: 0

Die
  – Die ar.: 10,600 um^2
  – Row cnt: 30
  – Die Y: 103 um
  – Core box area: 6760 um^2
  – Die Wd: 103 um
  – Initial Util: 15.5%
  – I/O pins: 2

Place
  – DP Wirelength: 1140 um
  – PortBufs: 1
  – Post-DP Area: 1150 um^2
  – Global placer's final weighted congestion: 0.778

Status
  – Outcome: complete, no violations

Min path
  – Hold WC Path Type: flip-flop to flip-flop
path summary, 6_finish.rpt:
| path | startpoint | endpoint | cells past startpoint |
|---|---|---|---|
| hold reg to reg | counter[0] | counter[0] | 1 |
| setup / recovery | counter[26] | o_led | 1 |
| hold / removal | counter[0] | counter[0] | 1 |
| setup reg to reg | counter[0] | counter[26] | 5 |
final cells by class:
type / count / share of cell area (%)
clock inverter: 1 / 0.417
multi-input combinational: 72 / 41.7
clock buffer: 3 / 3.44
sequential: 27 / 45.0
inverter: 1 / 0.313
timing repair buffer: 1 / 0.833
tap: 80 / 8.33
placed cells by master, fill, tap and decap left out, drive strengths merged:
cell type / synthesis / layout
xor2: 12 / 12
nand4: 10 / 10
clkbuf: 0 / 3
nand3: 11 / 11
inv: 1 / 1
nor4: 3 / 3
and3: 1 / 1
xnor2: 13 / 13
or4: 1 / 1
ha: 1 / 1
clkinv: 0 / 1
nand2: 7 / 7
clkdlybuf4s50: 0 / 1
dfxtp: 27 / 27
nor2: 5 / 5
and4: 2 / 2
nor3: 6 / 6
cells by family after synthesis:
family,count (synthesis),share of synthesized area (%)
buf+inv,1,0.359
xor+xnor,25,21.0
flops,27,51.7
simple gates,46,25.7
fa+ha+maj,1,1.20
power by group through the flow:
stage	Clock, mW	Sequential, mW	Combinational [mW]
4_1_cts	0.139	0.239	0.000000173
5_1_grt	0.150	0.239	0.000000173
6_report	0.133	0.239	0.000000173
routing by layer:
metal	share of wire, %	up-vias	GRT usage (%)
met5	0	-	0
met4	0.85	0	0.321
met3	5.5	2	1.62
met2	40	5	4.73
met1	54	322	4.32
li1	-	362	-
metrics by stage:
stage | setup slack, ns | hold WS (ns) | total power [mW] | utilization, % | std cells
final | 2.52 | 0.408 | 0.372 | 17.8 | 185
after global routing | 2.45 | 0.417 | 0.388 | 17.8 | 185
after CTS | 2.50 | 0.408 | 0.377 | 17.8 | 185
after detailed placement | 2.79 | 0.387 | 0.244 | 17.1 | 181
after global placement | 2.81 | 0.378 | 0.244 | 17.1 | 181
after floorplan | 2.88 | 0.370 | 0.244 | - | 100
Power is estimated from default activity; no workload was simulated.
